<file path="/design/flow/constraint.sdc">
current_design register_file

set clk_period 10.0
set clk_io_pct 0.2

create_clock -name clk0 -period $clk_period [get_ports {clk}]

set non_clock_inputs [all_inputs -no_clocks]
set_input_delay [expr $clk_period * $clk_io_pct] -clock clk0 $non_clock_inputs
set_output_delay [expr $clk_period * $clk_io_pct] -clock clk0 [all_outputs]
</file>
<file path="/design/flow/config.mk">
export PLATFORM = sky130hd
export DESIGN_NAME = register_file
export DESIGN_NICKNAME = register_file
export VERILOG_FILES = /design/flow/design.v
export SDC_FILE = /design/flow/constraint.sdc
export NUM_CORES = 4
export LEC_CHECK = 1
export CORE_UTILIZATION = 40
</file>
<file path="/design/flow/design.v">
`timescale 1ns / 1ps
module register_file(
    input clk,
    input [4:0] A1,
    input [4:0] A2,
    input [4:0] A3,
    input WE3,
    input [31:0] WD3,
    output [31:0] RD1,
    output [31:0] RD2
);
    reg [31:0] register [0:31];
    assign RD1 = register[A1];
    assign RD2 = register[A2];
    always @ (posedge clk)
    if (WE3 && A3 != 0)
        register[A3] <= WD3;
    initial begin
        register[0] = 32'h00000000;
    end
endmodule
</file>
<file path="/design/flow/run.sh">
#!/bin/bash
# OpenROAD 26Q1-2900-gdf79404cd8, Yosys 0.63+post, stock flow scripts
make -C /OpenROAD-flow-scripts/flow DESIGN_CONFIG=/design/flow/config.mk WORK_HOME=/design/flow/orfs finish
</file>
==> run summary <==
Flow results are below.

- Setup repair after global routing left no endpoint under its margin.
- The tree is rooted in a sky130_fd_sc_hd__clkbuf_16.
- STA classifies the critical path endpoint as an output port.
- The boundary pin count is 113, for reference.
- The endpoint arrival time on the critical path is 5.29 ns, for reference.
- Looking at the critical path, the single cell with the biggest stage delay is sky130_fd_sc_hd__nor2_4.
- Counting tap cells, the placed design contains a total of 5008 instances.
- The final report lists a non-filler cell total of 5200.
- After synthesis, the netlist uses 24 different library cells.
- Of all nets on the critical path, the largest fanout is 37.
- After routing, the total negative slack on setup checks comes to 0 ns.
- The critical path runs through a total of 8 cells.
- Measured along the x axis, the die boundary spans 351 µm.
- The clock tree buffer depth is 3, for reference.
- From the final report, the count of setup violators was given as 0.
- The portion of the post-synthesis area used by sequential elements is 0.631, for reference.
- Subtracting the final worst setup slack from the clock period gives 7.29 ns.
- The number of sinks driven by the clock tree is 1024, for reference.
- The report puts the hold buffer count at CTS at 0.
- The total clock buffers created by CTS is 104, for reference.
- From synthesis to final layout, the design area changed by 12.8%.
- Dividing total power by cell area gives a power density of 170 nW/µm².
- The initialized floorplan defines 127 standard-cell rows.
- Per the post-CTS timing run, clock transition at the registers of the reported paths is 0.06 ns.
- STA classifies the critical path startpoint as an input port.
- The final route contains 30700 vias.
- The largest registers in the layout are register: 1024 flops.
- The headroom to the max-slew limit is 0.399, for reference.
- The critical path's top delay family is buffers and inverters, for reference.
- The initial antenna violation count was 6.
- The biggest area consumer among synthesized cells is sky130_fd_sc_hd__edfxtp_1, for reference.
- The total number of yosys warnings is 1, for reference.
- The number of fill cells in the layout is 10600, for reference.
- The share of layout cells above drive strength 1 is 0.0848, for reference.
- The worst setup path is of the input port to output port kind.
- The via count of the first global-routing pass is 31800, for reference.
- The worst IR drop on VDD is 0.000145 V, for reference.
- The register with the most flip-flops in the layout has 1024 of them.
- Note, the detailed placer reported a final HPWL of 82.1 mm.
- The register name with the most flops is register, for reference.
- The critical hold path startpoint is WD3[25], for reference.
- The worst path meets setup with 2.71 ns of slack.
- The clock tree from TritonCTS is built, for reference.
- The placeable core area is 120000 µm², for reference.
- The leakage component of the power was reported as 20.1 nW.
- Summing internal, switching and leakage power gives 9.33 mW.
- The DRC violation total left in the routed layout is recorded as 0.
- The post-cts repair resize count is 0, for reference.
- During placement, the flow inserted port buffers numbering 112.
- The post-detailed-route wirelength per cell is 29.1 µm, for reference.
- Dividing the final minimum period by the clock period gives 0.729.
- For reference, the critical path is launched at A1[2].
- Counting both buffers and inverters, the worst setup path holds a total of 3.
- According to the timing report, the data required time at the worst endpoint equals 8.00 ns.
- The final weighted congestion of routability-driven global placement is 0.860, for reference.
- The share of the synthesized area in the top cell type is 0.631, for reference.
- In the synthesized netlist the async set-or-reset flop fraction comes to 0.
- Ranked by total cell area, the synthesized netlist is headed by sky130_fd_sc_hd__edfxtp_1 63%, sky130_fd_sc_hd__mux2i_1 21%, sky130_fd_sc_hd__a22oi_1 3.0%.
- In this run, synthesis produced a sequential element count of 1024.
- The worst min-delay path category is input port to register, for reference.
- The number of levels the H-tree was split into is 3, for reference.
- Before any placement, the netlist area is recorded as 48800 µm².
- OpenSTA, run right after detailed placement, puts the worst setup slack at 2.75 ns.
- The utilization after layout is 0.457, for reference.
- For reference, the final report shows the max-slew violation count at 0.
- Overall routing resource usage recorded by global route was 0.265.
- The number of setup buffers added after CTS is 0, for reference.
- In this run the critical path is formed by clkdlybuf4s50_1 -> nor2_4 -> buf_4 -> a22o_1 -> nor3_1 -> a31oi_1 -> nand3_1 -> clkdlybuf4s50_1.
- Per the detailed-route log, wirelength across all metal layers totals 151 mm.
- The initial core utilization is 0.405, for reference.
- Across the run, the number of max-cap violations was 0.
- The DRC violation total after the first TritonRoute iteration is 1980, for reference.
- The wire length of the first global-routing pass is 217 mm, for reference.
- The timing report shows the most common cell along the critical path to be sky130_fd_sc_hd__clkdlybuf4s50_1.
- A synthesized cell averages 14.4 µm².
- The die covers 123000 µm².
- The iteration count recorded for the first detailed-route pass is 5.
- The per-cell via count in the routed design is 5.91, for reference.
- The global route total overflow is 0, for reference.
- The vertical die dimension reported for this design is 351 µm.
- The peak clock frequency supported by timing is 0.137 GHz, for reference.
- The stage logs contain a warning count of 26.
- In the synthesized netlist the dominant register cell turns out to be sky130_fd_sc_hd__edfxtp_1.
- Post-synthesis, Yosys gives the total cell area as 48800 µm².
- The run finished with clean final reports.
- The actual transition at the worst max-transition pin is 0.900 ns, for reference.
- OpenSTA lists the critical path endpoint as RD1[18].
- Yosys mapped a number of flops with a built-in enable equal to 1024.
- The pin count of the biggest net entering global routing is 93, for reference.
- The post-synthesis instance total is 3386, for reference.
- The hold violation total from the final report is 0, for reference.
- The synthesized netlist was found by Yosys to have 3386 cells.
- The delay of the slowest cell on the worst path is 0.74 ns, for reference.
- The count of nets left with antenna violations once routing finished came out at 0.
synthesized netlist by cell type (3+ instances only):
| master | number |
|---|---|
| sky130_fd_sc_hd__buf_1 | 11 |
| sky130_fd_sc_hd__clkbuf_1 | 82 |
| sky130_fd_sc_hd__a21oi_1 | 192 |
| sky130_fd_sc_hd__buf_2 | 62 |
| sky130_fd_sc_hd__buf_4 | 57 |
| sky130_fd_sc_hd__nand3_1 | 194 |
| sky130_fd_sc_hd__a31oi_1 | 64 |
| sky130_fd_sc_hd__nand2b_1 | 4 |
| sky130_fd_sc_hd__nand3b_1 | 5 |
| sky130_fd_sc_hd__clkbuf_4 | 4 |
| sky130_fd_sc_hd__a22o_1 | 128 |
| sky130_fd_sc_hd__edfxtp_1 | 1024 |
| sky130_fd_sc_hd__nor2b_1 | 4 |
| sky130_fd_sc_hd__nand2_1 | 195 |
| sky130_fd_sc_hd__buf_6 | 37 |
| sky130_fd_sc_hd__mux2i_1 | 1024 |
| sky130_fd_sc_hd__nor3_1 | 64 |
| sky130_fd_sc_hd__nor2_1 | 34 |
| sky130_fd_sc_hd__a22oi_1 | 192 |
| sky130_fd_sc_hd__or3b_2 | 3 |
power breakdown:
group / internal [mW] / switching (mW)
Sequential: 4.79 / 0.0241
Clock: 2.05 / 1.58
Combinational: 0.335 / 0.550
Total: 7.17 / 2.16
worst min-delay path by stage:
| stage | slack, ns | endpoint | depth (start not counted) |
|---|---|---|---|
| global route | 2.16 | register[2][9]$_DFFE_PP_ | 2 |
| finish | 2.15 | register[18][25]$_DFFE_PP_ | 2 |
| CTS | 2.13 | register[14][28]$_DFFE_PP_ | 2 |
cell type report:
type                    count  area (µm²)  share of cell area
multi-input cells        2140       16900               0.307
well taps                1612        2020              0.0367
clock inverters            54         384             0.00699
flip-flops and latches   1024       30700               0.559
clock buffers             134        2740              0.0498
diodes                      4        10.0            0.000182
repair buffers            232        2210              0.0401
per-layer routing:
layer	GRT usage	part of all wire
met5	0.0106	0.00022
met4	0.0800	0.037
met3	0.142	0.13
met2	0.401	0.47
met1	0.340	0.36
cell families after synthesis:
| group | synth area share |
|---|---|
| simple gates | 0.0471 |
| mux | 0.210 |
| flops | 0.631 |
| compound gates | 0.0805 |
| other cells | 0.0000769 |
| buf+inv | 0.0315 |
layout by cell type (no fill, tap or decap), drive strengths merged:
master | netlist | layout
a21oi | 192 | 192
a22o | 128 | 128
a22oi | 192 | 192
a31oi | 64 | 64
and2 | 2 | 2
buf | 167 | 122
bufinv | 0 | 5
clkbuf | 86 | 134
clkdlybuf4s50 | 0 | 110
clkinv | 0 | 42
clkinvlp | 0 | 3
conb | 1 | 32
diode | 0 | 4
edfxtp | 1024 | 1024
inv | 0 | 4
mux2i | 1024 | 1024
nand2 | 195 | 195
nand2b | 4 | 4
nand3 | 194 | 194
nand3b | 5 | 5
nor2 | 34 | 34
nor2b | 4 | 4
nor3 | 64 | 64
or2 | 2 | 2
or3 | 1 | 1
or3b | 3 | 3
per-stage QoR:
stage               hold slack, ns  cell area [µm²]
detailed placement            2.83            51900
finish                        2.15            55000
floorplan                     2.10            48900
global placement              2.84            51900
CTS                           2.13            55000
global route                  2.16            55000
Power figures rest on the tool's default switching activity, not on a simulated workload.
