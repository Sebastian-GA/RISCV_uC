[flow/config.mk]
export PLATFORM = sky130hd
export DESIGN_NAME = data_memory
export DESIGN_NICKNAME = data_memory
export VERILOG_FILES = /design/flow/design.v
export SDC_FILE = /design/flow/constraint.sdc
export NUM_CORES = 4
export LEC_CHECK = 1
export CORE_UTILIZATION = 50
[flow/constraint.sdc]
current_design data_memory

set clk_period 40.2
set clk_io_pct 0.2

create_clock -name clk0 -period $clk_period [get_ports {clk}]

set non_clock_inputs [all_inputs -no_clocks]
set_input_delay [expr $clk_period * $clk_io_pct] -clock clk0 $non_clock_inputs
set_output_delay [expr $clk_period * $clk_io_pct] -clock clk0 [all_outputs]
[flow/design.v]
`timescale 1ns / 1ps
module data_memory
# (parameter N = 8)(
    input clk,
    input [N-1:0] A,
    input [31:0] WD,
    input WE,
    output [31:0] RD
);
    reg [31:0] memory [0:(2**N)/4-1];
    always @ (posedge clk)
        if (WE) begin
            memory[A/4] <= WD[31:0];   
        end
    assign RD = memory[A/4];
endmodule
[flow/run.sh]
#!/bin/bash
# OpenROAD 26Q1-2900-gdf79404cd8, Yosys 0.63+post, stock flow scripts
make -C /OpenROAD-flow-scripts/flow DESIGN_CONFIG=/design/flow/config.mk WORK_HOME=/design/flow/orfs finish
==> flow_summary.toml <==
# generated from flow reports
[cts]
cts_buffer_depth = 3
cts.hold.buffers_added = 0
clockRootBuffer = "clkbuf_16"
cts_sinks = 2048
cts_made_buffers = 203
cts_tree = "done"
cts.htree.levels = 4
post_cts_buffers = 0
clk_pin_slew_ns = 0.06
cts_resized = 0

[power_and_ir_drop]
clock_power_share_pct = 41.3
p_sw_uw = 956
p_per_area_nw_per_um2 = 50.2
p_comb_share_pct = 5.5
intPower_uw = 3490
p_leak_uw = 0.0283
peakVddDrop_mv = 0.0455
p_seq_share_pct = 53.3
swShare_pct = 21.5

[grt]
grt_start_max_net_pins = 96
grt_usage_pct = 30.8
grt_overflow = 0
grt_pass1_vias = 43600
antenna_found_initial = 19
grt_pass1_wl_um = 307000

[timing]
setup_viol = 0
worst_slew_pin_slew_ns = 1.10
rsz0062_at_grt = "false"
post-route-period-util_pct = 52.8
fmax_mhz = 47.1
finalCriticalPeriod_ns = 21.21
slew_viol_final = 0
max-slew-margin-rel_pct = 24.5
hold_viol_final = 0
fin_tns_setup_ns = 0

[synth]
synthArstFlopShare_pct = 0
netlist_top_cells_area = "edfxtp_1, mux2i_1, mux4_2, mux2_2, a221oi_1"
syn_area_um2 = 78300
synth_cell_type_count = 55
synthTopCellsByCount = "edfxtp_1, mux2i_1, a22oi_1"
yosysMostFrequentCell = "edfxtp_1"
enable_flop_cells = 2048
syn_inst = 4207
synth.top_cell.area_share_pct = 78.6
yosys-stat-area_um2 = 78300
ys_seq_elements = 2048
ys_seq_share_pct = 78.6
synth_top_cell_by_area = "edfxtp_1"
ys_cells = 4207
ys_warn_count = 1
syn_area_per_cell_um2 = 18.6
flop_cell = "edfxtp_1"

[route]
post_drt_wl_per_cell_um = 32.6
detail_route.vias_per_cell = 6.38
antenna_left = 0
firstDrtPassIters = 8
vias = 41900
finalWirelength_um = 215000
drc = 0
drt_iter0_drc = 2882

[worst_hold_path]
min_path_type = "in -> reg"
min_path_cells = 1

[floorplan]
num_rows = 144
num_io_pins = 74
dieArea_um2 = 158000
core-area_um2 = 155000
die_y_um = 398
fp_util_pct = 50.6
fp.dieW_um = 398

[final_layout]
nFillCells = 11300
final_util_pct = 57.2
layoutNonFillerInstCount = 6574
top_register = "memory"
largest_reg_flops = 2048
area_growth_syn_to_layout_pct = 13.1
largestRegisters = "memory (2048)"
drive_above_1_share_pct = 18.2

[setup_path]
path_max_fanout = 56
endpoint_kind = "output pin"
crit_path_start_kind = "input pin"
critical_path_class = "in -> out"
crit_arrival_ns = 13.17
cp_data_required_time_ns = 32.16

[job]
tool_warnings = 28
drv_cap = 0

[placement]
gp_congestion = 0.935
dpl.hpwl_um = 119000
port_buffers = 71
dp_cells = 6205

[run_status]
status = "finished, final reports clean"
==> critical path, cell delays in order <==
cell and delay [ns]:
buf_8 0.39, buf_4 0.64, buf_4 0.65, buf_4 0.57, and3b_1 0.39, buf_4 0.43, a22oi_1 0.12, a31oi_1 0.72
a2111oi_0 0.19, nand3_1 0.31, clkdlybuf4s50_1 0.54
==> path summary, 6_finish.rpt <==
check | startpoint | endpoint | slack, ns
setup / recovery | A[4] | RD[2] | 18.99
hold / removal | WD[7] | memory[31][7] | 7.59
==> through the flow <==
stage | setup WS, ns | hold WS (ns) | power, uW | area (um^2)
3_5_place_dp | 19.04 | 8.44 | 2650 | 82100
2_1_floorplan | 22.01 | 8.14 | 2530 | 78300
3_3_place_gp | 19.06 | 8.44 | 2650 | 82100
5_1_grt | 18.67 | 7.57 | 4570 | 88500
6_report | 18.99 | 7.59 | 4450 | 88500
4_1_cts | 19.04 | 7.54 | 4470 | 88500
==> cell families after synthesis <==
kind of cell           Yosys count  share of synthesized area (%)
muxes                          502                           8.19
DFF                           2048                           78.6
and+or+nand+nor                424                           2.83
AOI/OAI and AO/OA              933                           8.73
buffers and inverters          300                           1.70
==> layer usage <==
layer  global-route usage [%]  routed length (um)  up-vias
met5                     4.54                1060        -
met4                     7.15                6350       42
met3                     24.0               38900      401
met2                     41.1               95400     2641
met1                     42.9               72900    20900
li1                         -                   -    17900
==> layout make-up <==
cell class	count	area [um^2]	area share, %
Clock buffer	241	5290	5.97
Antenna cell	4	10.0	0.0113
Tap cell	2044	2560	2.89
Timing Repair Buffer	252	1960	2.22
Multi-Input combinational cell	1859	16000	18.1
Inverter	2	15.0	0.0170
Sequential cell	2048	61500	69.5
Clock inverter	124	1140	1.29
==> cell usage in the layout (no fill, tap or decap), types with 19 or more instances in the layout <==
cell type	netlist	layout
and3_1	85	85
clkinv_1	0	53
clkbuf_1	168	35
clkdlybuf4s50_1	0	36
a22o_1	66	66
o22ai_1	93	93
a221oi_1	175	175
nand2_1	28	27
a31oi_1	43	43
nand3_1	54	53
mux4_2	96	96
clkbuf_16	0	206
clkinv_2	0	36
buf_2	83	32
mux2i_1	259	259
a22oi_1	188	188
nor2_4	0	67
a21oi_1	121	121
mux2_2	147	147
nor3_1	22	19
edfxtp_1	2048	2048
o21ai_0	84	84
buf_4	8	178
o22a_1	70	70
nor2_1	145	77
==> power by group through the flow <==
| stage | Clock (uW) | Sequential [uW] | Combinational [uW] |
|---|---|---|---|
| finish | 1840 | 2370 | 242 |
| global route | 1940 | 2370 | 260 |
| CTS | 1860 | 2370 | 242 |
No activity file was given, so power comes from the tool's default toggle rates.
